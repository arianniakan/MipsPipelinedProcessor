[./config.mk]
export PLATFORM = sky130hd
export DESIGN_NAME = RegisterFile
export DESIGN_NICKNAME = RegisterFile
export VERILOG_FILES = /design/flow/design.v
export SDC_FILE = /design/flow/constraint.sdc
export NUM_CORES = 4
export LEC_CHECK = 1
export CORE_UTILIZATION = 40
[./constraint.sdc]
current_design RegisterFile

set clk_period 7.3
set clk_io_pct 0.2

create_clock -name clk0 -period $clk_period [get_ports {clk}]

set non_clock_inputs [all_inputs -no_clocks]
set_input_delay [expr $clk_period * $clk_io_pct] -clock clk0 $non_clock_inputs
set_output_delay [expr $clk_period * $clk_io_pct] -clock clk0 [all_outputs]
[./design.v]
module RegisterFile(input clk, rst, Regwrite, input[2:0]read, WriteReg, input [15:0] WriteData, output[15:0] ReadData, Read0);
reg [15:0] Registers[0:7];
assign ReadData = Registers[read];
assign Read0 = Registers[0];
integer i;
always @(posedge clk) begin
    if (rst) 
        for (i=0;i<8;i=i+1)
            Registers[i]<=16'b0;
    else if (Regwrite)
                Registers[WriteReg]<=WriteData;
end
endmodule
[./run.sh]
#!/bin/bash
# OpenROAD 26Q1-2900-gdf79404cd8, Yosys 0.63+post, stock flow scripts
make -C /OpenROAD-flow-scripts/flow DESIGN_CONFIG=/design/flow/config.mk WORK_HOME=/design/flow/orfs finish
==> out/metrics.cfg <==
[run_status]
status = finished clean

[flow_run]
warnings = 25
maxCapViolations = 0

[synth]
avgSynthCellArea_um2 = 15.73
ys_cells = 373
ys.flops = 128
ys_warn_count = 1
ys_seq_share_pct = 65.53
synth_cells = 373
syn-cell-area_um2 = 5866
ys_chip_area_um2 = 5866
synth_cell_types = 19

[routing]
num_vias = 3488
wire_per_inst_um = 22.02
num_antenna_cells = 0
wl_mm = 13.66
drc = 0
antenna_left = 0
via_per_inst = 5.626
dr.pass1.iters = 4
drt_iter0_markers = 210

[cts]
cts.clk_slew.worst_paths_ns = 0.06
hold_buffers = 0
ctsHtreeMaxLevel = 4
root_buffer = clkbuf_16
cts_tree = built
cts_setup_buffers = 0
cts_resized = 0
cts_num_sinks = 128
clock_path_buffers = 2
cts_made_buffers = 17

[critical_path]
worstPathArrival_ns = 3.40
end_kind = output port
cp-start-kind = input port
path_cells = clkdlybuf4s50_1 -> buf_4 -> mux4_1 -> mux2_2 -> clkdlybuf4s50_1
critical-path-slowest-cell = clkdlybuf4s50_1
crit_fanout = 32
crit_path_max_incr_delay_ns = 0.45
cp.required_ns = 5.84
worst-path-buf-inv = 3
cpMostUsedCell = clkdlybuf4s50_1
critPathKind = input port to output port
critical-path-top-delay-family = buffers and inverters

[pwr]
combinationalPowerShare_pct = 9.1
finalPower_uw = 1937
leakagePower_uw = 0.002311
switching_power_uw = 390.1
p_int_uw = 1547
clkPwrFrac_pct = 46.0
seq_power_share_pct = 44.9
p_sw_share_pct = 20.14
power_density_nw_per_um2 = 268.9
irDropWorstVdd_mv = 0.1422

[global_routing]
grt_remaining_overflow = 0
grt_antenna_before_repair = 0
grt_pass1_wl_mm = 21.18
grt_max_degree = 69
grt_use_total_pct = 21.09
grt_pass1_vias = 3747

[min_path]
worstHoldStart = WriteData[6]
min_to = Registers[3][6]$_SDFFCE_PN0P_
hold-path-cell-count = 3
hp-class = input port to flip-flop

[finish]
largest_reg_flops = 128
area.growth.synth_to_final_pct = 22.82
final_layout_size_suffix_gt1_share_pct = 16.36
finalInstanceArea_um2 = 7204
fill_cells = 1152
fin_cells = 620
largest-register = Registers
biggestRegsByFlops = Registers x128

[timing]
max_freq_mhz = 205.8
tns_ns = 0
finalClockPeriodUsage_pct = 66.56
rsz0062_at_grt = no
max-slew-margin-rel_pct = 46.24
worst_pin_slew_ns = 0.8065
slew_viol_final = 0
final_hold_viol_count = 0
setup_violations = 0
min_period_ns = 4.859

[placement]
place_hpwl_mm = 7.714
placed_cells_incl_taps = 589
gp_congestion = 0.7841
placed_cell_area_um2 = 6579
io_buffers = 56

[floorplanning]
die.size.y_um = 123.1
dieArea_um2 = 15150
ios = 57
rows = 43
core_area_um2 = 14100
fp_util_pct = 41.61
die_w_um = 123.1

-- per-layer routing --
metal  GRT usage [%]  vias up  share of wire, %
li1                -     1605                 -
met1           31.97     1698                41
met2           30.06      173                47
met3           11.39       10                10
met4           3.087        2               1.2
met5           2.083        -              0.28
-- power groups by stage --
stage	clock, uW	sequential, uW	combinational [uW]
4_1_cts	901	870	179
5_1_grt	934	874	192
6_report	892	870	176
-- final cells by class --
class	instances	area, um2	area share [%]
Sequential cell	128	3844	53.35
Multi-Input combinational cell	190	1752	24.31
Timing Repair Buffer	75	698.2	9.691
Clock buffer	20	436.7	6.061
Tap cell	180	225.2	3.126
Clock inverter	11	188.9	2.622
Inverter	16	60.06	0.8336
-- worst max path at each step --
stage	cells after the start	from	end	slack [ns]
6_report	5	read[2]	ReadData[14]	2.44
5_1_grt	5	read[2]	ReadData[14]	2.31
4_1_cts	5	read[2]	ReadData[6]	2.41
-- cell usage in the layout (no fill, tap or decap), drive strengths merged --
cell type and instances:
mux4 32, nand2 1, nand2b 2, or3b 1, buf 20, clkdlybuf4s50 55, edfxtp 128, clkbuf 20
bufinv 5, o21bai 8, nand3b 1, nor3 128, clkinv 18, mux2 16, or2 1, clkinvlp 4
-- Yosys cell counts --
| library cell | count | area [um2] |
|---|---|---|
| buf_2 | 2 | 10.01 |
| or3b_1 | 1 | 8.760 |
| or2_2 | 1 | 6.260 |
| buf_1 | 5 | 18.77 |
| buf_8 | 2 | 30.03 |
| o21bai_1 | 8 | 60.06 |
| clkinv_1 | 16 | 60.06 |
| nand2_1 | 1 | 3.750 |
| nand3b_1 | 1 | 7.510 |
| clkbuf_2 | 1 | 5.000 |
| mux4_2 | 5 | 112.6 |
| nor3_2 | 2 | 20.02 |
| clkbuf_1 | 24 | 90.09 |
| buf_6 | 5 | 56.30 |
| nand2b_1 | 2 | 12.51 |
| edfxtp_1 | 128 | 3844 |
| mux2_2 | 16 | 180.2 |
| mux4_1 | 27 | 709.4 |
| nor3_1 | 126 | 630.6 |
-- tightest hold or removal path, cell delays in order --
cell and delay [ns]:
clkdlybuf4s50_1 0.40, clkinv_1 0.13, nor3_1 0.07
-- stage by stage --
stage                     utilization (%)  hold WS [ns]  setup slack (ns)
after floorplan                         -         1.746             3.358
after global placement              46.67         2.248             2.395
after detailed placement            46.67         2.250             2.409
after CTS                           51.11         1.826             2.408
after global routing                51.11         1.854             2.315
final                               51.11         1.836             2.441
-- logic make-up (layout without fill, tap and decap cells) --
group | count (synthesis) | count (layout) | synth area share [%]
AND/OR/NAND/NOR | 134 | 134 | 11.75
flip-flops | 128 | 128 | 65.53
multiplexers | 48 | 48 | 17.09
buffers and inverters | 55 | 122 | 4.608
AND-OR/OR-AND | 8 | 8 | 1.024
No activity file was given, so power comes from the tool's default toggle rates.
