`design/flow/design.v`:
```
module ALU(input [15:0] ina, inb, input [2:0] ALUcontrol, output zero, output [15:0] out);
assign zero = (out==0)? 1:0;
assign out = (ALUcontrol == 3'b000) ? (ina+inb):
             (ALUcontrol == 3'b001) ? (inb-ina):
             (ALUcontrol == 3'b010) ? (ina&inb):
             (ALUcontrol == 3'b011) ? (ina|inb):
             (ALUcontrol == 3'b100) ? (~ina):
             (ALUcontrol == 3'b101) ? (inb):
             15'bz;
endmodule
```
`design/flow/run.sh`:
```
#!/bin/bash
# OpenROAD 26Q1-2900-gdf79404cd8, Yosys 0.63+post, stock flow scripts
make -C /OpenROAD-flow-scripts/flow DESIGN_CONFIG=/design/flow/config.mk WORK_HOME=/design/flow/orfs finish
```
`design/flow/config.mk`:
```
export PLATFORM = sky130hd
export DESIGN_NAME = ALU
export DESIGN_NICKNAME = ALU
export VERILOG_FILES = /design/flow/design.v
export SDC_FILE = /design/flow/constraint.sdc
export NUM_CORES = 4
export LEC_CHECK = 1
export CORE_AREA = 10 10 111 111
export DIE_AREA = 0 0 121 121
```
`design/flow/constraint.sdc`:
```
current_design ALU

set clk_period 8.6
set clk_io_pct 0.2

create_clock -name clk0 -period $clk_period

set non_clock_inputs [all_inputs -no_clocks]
set_input_delay [expr $clk_period * $clk_io_pct] -clock clk0 $non_clock_inputs
set_output_delay [expr $clk_period * $clk_io_pct] -clock clk0 [all_outputs]
```
==> Slide: Implementation Results <==
Physical Implementation Snapshot

Final layout
  – Registers: 0
  – Top cell excl fill/tap: clkdlybuf4s50_1
  – # clk buffers: 0
  – Most frequent cells in the layout: clkdlybuf4s50_1, inv_1, ha_1, a21oi_1, nor2_1
  – Fin area: 3140 sq um
  – Fillers: 1038
  – Layout cells sized above 1: 0.0316
  – Register Area: 0 sq um
  – Synthesis-to-finish area growth: 22.5%

Detailed routing
  – Diodes inserted: 0
  – Vias per inst: 5.05
  – Total number of vias: 2753
  – Drt total wl: 8.02 mm
  – Number of iterations in the first detailed-routing pass: 4
  – Number of DRC markers in iteration 0: 213
  – ANT nets after route: 0
  – Drt drc: 0
  – Routed WL per cell: 14.7 um

Placed design
  – PortBufs: 52
  – Dpl hpwl: 6.51 mm
  – Cell area after placement: 3140 sq um
  – Placer's final routability congestion estimate: 0.950

Worst setup path
  – Critical path's slowest cell: or4b_1
  – Max FO, Critical Path: 9
  – Worst setup EP type: output port
  – Worst setup SP type: input port
  – Cell mode on critical path: clkdlybuf4s50_1
  – Crit path DRT: 6.88 ns
  – Crit-path cells: clkdlybuf4s50_1 -> inv_1 -> ha_1 -> and3_2 -> a221oi_4 -> o31ai_2 -> mux2i_1 -> o211a_1 -> o221ai_2 -> or4b_1 -> or4_1 -> nor4_2 -> clkdlybuf4s50_1
  – CP max stage delay: 0.55 ns
  – WS Path Type: input port to output port
  – Critical Path AT: 5.77 ns

Synthesis
  – Yosys cell types: 63
  – Yosys chip area: 2560 sq um
  – Top cell area share: 0.229
  – Cell Area, Synth: 2560 sq um
  – Cell count after synthesis: 383
  – Ys cells: 383
  – Synthesis warning total: 16
  – Cell area leaders: ha_1, a21oi_1, inv_1
  – Synthesized area per cell: 6.69 sq um
  – Seq/Total Area, Yosys: 0
  – Cell taking the most area after synthesis: ha_1

GRT
  – Total track usage: 0.105
  – Initial antenna violation count: 0
  – GRT Residual Overflow: 0
  – Vias in the first global route: 2619
  – Largest net degree at the start of global routing: 57
  – First-pass GRT wire length: 12.9 mm

Final timing
  – Unrepaired setup endpoints after global routing: false
  – Max_slew headroom: 0.463
  – Hold slack: 4.49 ns
  – Fin crit share: 0.871
  – Fin crit period: 7.49 ns
  – Worst Tran Pin Value: 0.803 ns
  – Highest Clock Rate: 133 MHz
  – Final Max Tran Viols: 0
  – Setup TNS: 0 ns
  – Setup-failing EPs final: 0
  – Hold Fails Final Rpt: 0

Floorplan
  – Pre-Place Util: 0.260
  – # IOs: 52
  – Chip Height: 121 um
  – Die Size: 14600 sq um
  – Die Wd: 121 um
  – Row cnt: 36
  – Core ar.: 9860 sq um

Worst hold path
  – Hold Crit Endpoint: out[1]
  – Worst Hold Depth: 4
  – Min-delay worst type: input port to output port
  – Min-delay src: ALUcontrol[0]

Power
  – Total power: 190 uW
  – Leakage Power: 0.00141 uW
  – Pwr/cell area: 60.4 nW/um^2
  – Worst vdd ir: 0.0286 mV

CTS
  – # hold bufs at CTS: 0
  – PostCTS Resize Cnt: 0
  – Postcts setup bufs: 0

Outcome
  – Status: finished clean

Flow run
  – Log Warnings: 63
  – Max_cap viols: 0
-- worst max-delay path by stage --
| stage | start | to | slack [ns] | cells after the start |
|---|---|---|---|---|
| 5_1_grt | inb[4] | zero | 0.81 | 13 |
| 6_report | ina[5] | zero | 1.11 | 13 |
| 4_1_cts | ina[5] | zero | 1.10 | 13 |
-- cells in the mapped netlist, types with 6 or more instances --
| master | count |
|---|---|
| a211oi_1 | 7 |
| a21o_1 | 6 |
| a21oi_1 | 36 |
| buf_2 | 12 |
| clkbuf_1 | 9 |
| ha_1 | 47 |
| inv_1 | 48 |
| mux2i_1 | 12 |
| nand2_1 | 30 |
| nand3_1 | 8 |
| nor2_1 | 34 |
| nor2b_1 | 6 |
| nor3_1 | 9 |
| o21ai_0 | 22 |
| xnor2_1 | 7 |
-- layer usage --
layer,vias up,part of all wire,GRT usage
li1,1418,-,-
met1,1256,0.48,0.144
met2,69,0.46,0.177
met3,10,0.042,0.00992
met4,0,0.016,0.0143
met5,-,0,0
-- cell type report --
type | count | area [sq um] | share of cell area
tap | 133 | 166 | 0.0530
inverter | 48 | 180 | 0.0574
multi-input combinational | 310 | 2260 | 0.721
timing repair buffer | 54 | 531 | 0.169
-- kinds of logic after synthesis --
group,share of synthesized area
adder cells (fa/ha/maj),0.245
XOR/XNOR,0.0410
AND-OR/OR-AND,0.331
AND/OR/NAND/NOR,0.219
buffers and inverters,0.117
multiplexers,0.0469
-- stage by stage --
| step | setup slack [ns] | utilization | instances |
|---|---|---|---|
| after floorplan | 2.59 | - | 383 |
| after global placement | 1.19 | 0.318 | 545 |
| after detailed placement | 1.10 | 0.318 | 545 |
| after CTS | 1.10 | 0.318 | 545 |
| after global routing | 0.808 | 0.318 | 545 |
| final | 1.11 | 0.318 | 545 |
-- critical path: cells and delay by family --
family,cells,cell delay (ns)
compound gates,4,0.77
fa+ha+maj,1,0.49
buf+inv,3,1.07
mux,1,0.23
simple gates,4,1.48
-- where the power goes --
group          internal (uW)  total, uW  switching (uW)  leakage [uW]
Combinational           88.4        190             101       0.00141
Sequential                 0          0               0             0
Clock                      0          0               0             0
No activity file was given, so power comes from the tool's default toggle rates.
