[./run.sh]
#!/bin/bash
# OpenROAD 26Q1-2900-gdf79404cd8, Yosys 0.63+post, stock flow scripts
make -C /OpenROAD-flow-scripts/flow DESIGN_CONFIG=/design/flow/config.mk WORK_HOME=/design/flow/orfs finish
[./config.mk]
export PLATFORM = sky130hd
export DESIGN_NAME = adder
export DESIGN_NICKNAME = adder
export VERILOG_FILES = /design/flow/design.v
export SDC_FILE = /design/flow/constraint.sdc
export NUM_CORES = 4
export LEC_CHECK = 1
export CORE_AREA = 10 10 85 85
export DIE_AREA = 0 0 95 95
[./constraint.sdc]
current_design adder

set clk_period 24.1
set clk_io_pct 0.2

create_clock -name clk0 -period $clk_period

set non_clock_inputs [all_inputs -no_clocks]
set_input_delay [expr $clk_period * $clk_io_pct] -clock clk0 $non_clock_inputs
set_output_delay [expr $clk_period * $clk_io_pct] -clock clk0 [all_outputs]
[./design.v]
module adder (input [31:0] in1, in2, output [31:0] out);
    assign out = in1+in2;
endmodule
==> Changelog: implementation <==
### Metrics

- Startpoint Class: input port
- Number of cells in Yosys stat: 241
- Final Hold Vio Count: 0
- Site row count: 27
- Top area cell types: ha_1, a21oi_1, a21o_1, xor2_1, xnor2_1
- VDD IR-drop max: 0.0118 mV
- Top cell area share: 22.2%
- Initial antenna violation count: 0
- Avg Cell Area, Syn: 7.24 um2
- Vias: 2079
- Top sig layer: met4
- First-pass GRT wire length: 9490 um
- Hold buffers post-CTS: 0
- Drt via density: 5.22
- Post-Route Setup TNS: 0 ns
- Synth Instances: 241
- Drt pass-1 iters: 4
- Crit Path Category: input port to output pin
- Seq pwr share: 0%
- IO buf count: 96
- Max-slew headroom: 64.2%
- GRT Util Overall: 12.4%
- Gpl congestion: 0.925
- Comb power frac: 100.0%
- Worst Tran Pin Value: 0.523 ns
- Post-CTS Resized: 0
- Clock share of power: 0%
- I/O Pins: 96
- Grt total ovfl: 0
- Chip Height: 95 um
- Max-Cap Viols: 0
- Inserted Diodes: 0
- Met2 WL post-DR: 2550 um
- Post-Route WL: 5840 um
- Critical Path End Type: output pin
- Yosys stat area: 1740 um2
- Synthesized area: 1740 um2
- Final setup fails: 0
- Core area: 5470 um2
- Buffer count from post-CTS setup fixing: 0
- Fmax: 0.0797 GHz
- Number of fill cells: 569
- Clkbuf count: 0
- Post-route minimum period: 12.54 ns
- Dominant logic cell type in the layout: clkdlybuf4s50_1
- Sw power: 0.0318 mW
- Die Span X: 95 um
- DRC Markers: 0
- Crit path DRT: 19.28 ns
- Vias in the first global route: 2036
- Die Size: 9030 um2
- Comb area: 1680 um2
- Critical Path AT: 7.72 ns
- Final ANT Viol Nets: 0
- Metal3 WL: 465 um
- Unrepaired setup endpoints after global routing: false
- Post-synth top area cell: ha_1
- Share of post-route cells with drive strength above 1: 3.07%
- Drt initial violations: 54
- Floorplan core density: 31.9%
- Pwr per Cell Area: 29.1 nW/um2
- Log Warnings: 32
- Worst-path fanout max: 4
- P_leak: 1.18 nW
- Yosys warns: 0
- P_int: 0.0483 mW
- Largest net degree at the start of global routing: 11
- HPWL after DPL: 5120 um
- Layout area overhead: 57.7%
- Status: finished, final reports clean
- Hold crit path type: input port to output pin
- Wl on met1: 2800 um
- Flop count: 0
- Worst hold slack: 10.67 ns
- Top Layout Cells: clkdlybuf4s50_1, ha_1, a21oi_1
- Unique cell types: 50
- Flop area: 0 um2
- Fin. max-slew vios: 0
- Switching Share: 39.7%
- Tcrit/Tclk final: 52.0%
- Post-synthesis sequential area ratio: 0%
- Per-cell routed wire length: 14.7 um
[cell families after synthesis]
logic type               count (synthesis)  synth area share (%)
adder cells (fa/ha/maj)                 32                  23.4
buffers and inverters                   17                  3.80
multiplexers                             2                  1.15
AND/OR/NAND/NOR                         65                  18.3
XOR/XNOR                                28                  14.1
AND-OR/OR-AND                           97                  39.3
[power by group through the flow]
stage / clock network, mW / registers, mW / logic, mW
global route: 0 / 0 / 0.0892
finish: 0 / 0 / 0.0800
CTS: 0 / 0 / 0.0814
[final timing paths]
check	end	from	depth (start not counted)	slack, ns
max	out[26]	in1[0]	11	11.56
min	out[0]	in2[0]	3	10.67
[final cells by class]
cell class | count | area share, %
repair buffers | 96 | 34.9
inverters | 6 | 0.819
well taps | 72 | 3.27
multi-input cells | 224 | 61.0
[synthesized netlist by cell type (3+ instances only)]
library cell / count
nand4_1: 8
a21o_1: 19
xnor2_1: 13
a31oi_1: 3
o211ai_1: 3
o21ai_0: 13
a211oi_1: 3
o21bai_1: 4
xor2_1: 15
nor2_1: 12
nor3_1: 4
inv_1: 6
nand2_1: 18
or2_2: 3
clkbuf_1: 8
nand3_1: 10
ha_1: 31
a21oi_1: 29
[routing by layer]
layer | track usage (%) | vias up
met1 | 16.3 | 913
met3 | 2.88 | 2
li1 | - | 1103
met4 | 0.623 | 0
met2 | 21.1 | 61
met5 | 0 | -
[stage by stage]
stage / worst slack, ns / total power, mW / instance area [um2] / utilization (%) / std cells
after detailed placement: 11.52 / 0.0809 / 2750 / 50.3 / 398
final: 11.56 / 0.0800 / 2750 / 50.3 / 398
after floorplan: 12.63 / 0.0385 / 1740 / - / 241
after CTS: 11.52 / 0.0814 / 2750 / 50.3 / 398
after global placement: 11.55 / 0.0809 / 2750 / 50.3 / 398
after global routing: 11.32 / 0.0892 / 2750 / 50.3 / 398
[critical path, cell delays in order]
cell and delay [ns]:
clkdlybuf4s50_1 0.40, ha_1 0.24, fa_1 0.40, a21o_1 0.22, a31o_2 0.28, nand3_1 0.09, o221ai_1 0.21, a311oi_1 0.32
o21bai_1 0.10, xor2_1 0.13, clkdlybuf4s50_1 0.49
Power figures rest on the tool's default switching activity, not on a simulated workload.
